`flow/run.sh`:
```
#!/bin/bash
# OpenROAD 26Q1-2900-gdf79404cd8, Yosys 0.63+post, stock flow scripts
make -C /OpenROAD-flow-scripts/flow DESIGN_CONFIG=/design/flow/config.mk WORK_HOME=/design/flow/orfs finish
```
`flow/config.mk`:
```
export PLATFORM = sky130hd
export DESIGN_NAME = LampCtrl_1
export DESIGN_NICKNAME = LampCtrl_1
export VERILOG_FILES = /design/flow/design.v
export SDC_FILE = /design/flow/constraint.sdc
export NUM_CORES = 4
export LEC_CHECK = 1
export CORE_AREA = 10 10 92 92
export DIE_AREA = 0 0 102 102
```
`flow/constraint.sdc`:
```
current_design LampCtrl_1

set clk_period 4.9
set clk_io_pct 0.2

create_clock -name clk0 -period $clk_period [get_ports {clk}]

set non_clock_inputs [all_inputs -no_clocks]
set_input_delay [expr $clk_period * $clk_io_pct] -clock clk0 $non_clock_inputs
set_output_delay [expr $clk_period * $clk_io_pct] -clock clk0 [all_outputs]
```
`flow/design.v`:
```
`timescale 1ns / 1ps
module LampCtrl_1(input wire clk, 
	input wire S1,
	input wire S2,
	input wire S3,
	output wire F
	);
	parameter C_NUM = 28;
	parameter C_MAX = 28'hFFF_FFFF;
	reg [C_NUM-1:0] count;
	wire [C_NUM-1:0] c_next;
	initial begin
   	count = C_MAX;
	end
	assign w=S1 ^ S2 ^ S3; 
	assign F = ((count < C_MAX) ? 1'b1 : 1'b0);
		always@(posedge clk)
	begin
		if(w == 1'b1)
			count = 0;
		else if(count < C_MAX)
			count = c_next;
	end
	assign c_next = count + 1'b1;
endmodule
```
==> results.md <==
| Parameter | Value |
|:---|:---|
| Final weighted congestion in routability-driven placement | 0.7909 |
| Run status | complete, no violations |
| RR Endpoint | count[0]$_SDFFE_PP0N_ |
| Sum of negative setup slack | 0 ps |
| Summed standard-cell area reported by yosys | 1371 um2 |
| Share of final-layout standard cells stronger than drive strength 1 | 8.642% |
| Least setup slack across all paths after layout | 1095 ps |
| Worst reg2reg setup slack | 2460 ps |
| Worst Setup Slack post-DPL | 1424 ps |
| Sequential cell area | 560.5 um2 |
| Transition at the pin with the smallest max-transition slack | 658.0 ps |
| DIE WIDTH | 102 um |
| Total antenna diodes in the routed design | 0 |
| Total of warnings raised by yosys | 2 |
| Leading register cell type out of synthesis | sky130_fd_sc_hd__dfxtp_1 |
| First-pass GRT wire length | 4830 um |
| Post-CTS Setup Bufs | 0 |
| Number of setup violations in the final report | 0 |
| WL per Instance | 11.13 um |
| Number of design rule violations left after detail routing | 0 |
| OpenROAD warning count | 25 |
| Sw frac | 21.22% |
| CTS Hold Bufs | 0 |
| Distinct cell type count of the synthesized netlist | 36 |
| Vias per cell | 4.837 |
| Grt ovf | 0 |
| Post-Syn Area per Cell | 8.679 um2 |
| Number of antenna violations at the first check in global routing | 0 |
| Hold Path Stages | 2 |
| IO Pins | 5 |
| Vias in the first global route | 1,092 |
| Origin of the critical flop-to-flop path | count[0]$_SDFFE_PP0N_ |
| Final Hold Viols | 0 |
| Number of placed instances with taps included | 235 |
| Power density over cell area | 287.3 nW/um2 |
| Internal | 0.3555 mW |
| Net switching power figure | 0.09572 mW |
| Half-perimeter wire length after placement | 1817 um |
| Tightest Hold Check Type | reg2reg |
| Period utilisation layout | 77.65% |
| RSZ-0062 raised after global routing | false |
| Highest net fanout along the worst path | 18 |
| Combinational group share of total power | 7.2% |
| Cell total in the yosys stat output | 158 |
| Later-pin clock latency in the skew report | 270 ps |
| Required time of the worst setup path | 3920 ps |
| Clock network power share | 39.9% |
| Achievable Freq | 262.8 MHz |
| Fp_density | 21.23% |
| Area of the placeable core | 6459 um2 |
| Post-synthesis sequential area ratio | 40.88% |
| Overall routed net length | 2661 um |
| First DRT Iteration DRCs | 78 |
| Total power consumption of the routed design | 0.4512 mW |
| Hold Crit Endpoint | count[1]$_SDFFE_PP0N_ |
| Worst setup SP type | register |
| Relative slew slack | 55.77% |
| DR vias | 1,156 |
| Post-Route Hold Slack | 477.0 ps |
| Number of H-tree levels | 1 |
| Max rail drop VDD | 0.1332 mV |
| Multi-input logic area | 777.0 um2 |
| Number of gates resized after cts | 0 |
| Final number of max-transition violations | 0 |
| Share of power burned in registers | 52.9% |
| Min-delay src | count[1]$_SDFFE_PP0N_ |
| Largest register FFs | 28 |
| Netlist Area Pre-Place | 1371 um2 |
| Final instance count without filler cells | 239 |
| Maximum number of pins on one net before global-route repair | 27 |
| Total die area | 10,400 um2 |
| Clock Sink Count | 28 |
| Maximum count of clock buffers along a single path | 2 |
| Global Route Usage Sum | 5.392% |
| Number of inserted filler cells in the final layout | 685 |
| Critical path start-end classification | reg2out |
| Layout overhead on the synthesized area | 14.51% |
| Worst clock skew | 4.225 ps |
| CTS tree | done |
| Final antenna-violating net count | 0 |
| Leakage power of the design | 0.4893 nW |
| Tmin final | 3805 ps |
| Arrival time at the worst endpoint | 2820 ps |
| Async set-or-reset flop fraction in the synthesized netlist | 0% |
| Y dimension of the die | 102 um |
| Inserted Clock Buffers | 3 |
| CTS Root Buffer Type | sky130_fd_sc_hd__clkbuf_8 |
| EDFF count, synth | 0 |
| First-pass iteration count of the detailed router | 4 |
| Number of core rows | 29 |
| Count of cells along the worst register-to-register path | 7 |
| Maximum Capacitance Violations | 0 |
| Setup crit end kind | output pin |
| Clock transition time at the flip-flop clock pins of the worst setup and hold paths | 100 ps |
| Yosys reg bits | 28 |
| Count of buffers from port buffering | 4 |
| Synthesized instance count | 158 |
## synthesized netlist by cell type (all sizes together), types with 2 or more instances
| library cell | n | area, um2 |
|---|---|---|
| dfxtp | 28 | 560.5 |
| a21oi | 15 | 78.83 |
| nor2 | 13 | 48.80 |
| nand2 | 12 | 45.04 |
| o21ai | 9 | 45.04 |
| xnor2 | 9 | 78.83 |
| nand4 | 7 | 50.05 |
| or3 | 7 | 43.79 |
| xor2 | 6 | 52.55 |
| and3 | 5 | 31.28 |
| nand3 | 5 | 25.02 |
| nor3 | 5 | 36.29 |
| clkbuf | 4 | 15.01 |
| nor4 | 4 | 31.28 |
| o2111ai | 4 | 35.03 |
| or4 | 4 | 30.03 |
| o31ai | 3 | 22.52 |
| a211oi | 2 | 15.01 |
| a31o | 2 | 17.52 |
| a31oi | 2 | 12.51 |
| and4 | 2 | 17.52 |
| buf | 2 | 16.26 |
| inv | 2 | 10.01 |
## placed cells by master (no fill, tap or decap), types with 2 or more instances in the layout
cell type,count
sky130_fd_sc_hd__a211oi_1,2
sky130_fd_sc_hd__a21oi_1,14
sky130_fd_sc_hd__a31oi_1,2
sky130_fd_sc_hd__and3_1,5
sky130_fd_sc_hd__and4_1,2
sky130_fd_sc_hd__buf_4,2
sky130_fd_sc_hd__clkbuf_8,3
sky130_fd_sc_hd__clkdlybuf4s50_1,4
sky130_fd_sc_hd__dfxtp_1,28
sky130_fd_sc_hd__nand2_1,12
sky130_fd_sc_hd__nand3_1,5
sky130_fd_sc_hd__nand4_1,6
sky130_fd_sc_hd__nor2_1,13
sky130_fd_sc_hd__nor3_1,4
sky130_fd_sc_hd__nor4_1,3
sky130_fd_sc_hd__o2111ai_1,4
sky130_fd_sc_hd__o21ai_0,9
sky130_fd_sc_hd__o31ai_1,3
sky130_fd_sc_hd__or3_1,7
sky130_fd_sc_hd__or4_1,4
sky130_fd_sc_hd__xnor2_1,8
sky130_fd_sc_hd__xor2_1,6
## cell families (layout without fill, tap and decap cells)
logic type | Yosys count | in the layout | synth area share [%]
adders and majority gates | 1 | 1 | 0.9123
AOI/OAI and AO/OA | 40 | 40 | 18.52
and+or+nand+nor | 66 | 66 | 27.10
DFF | 28 | 28 | 40.88
buffers and inverters | 8 | 12 | 3.010
xor gates and xnor gates | 15 | 15 | 9.581
## worst max-delay path, stage by stage, from the launching register on
cell	delay (ps)
sky130_fd_sc_hd__dfxtp_1	380
sky130_fd_sc_hd__ha_1	190
sky130_fd_sc_hd__nand2_1	140
sky130_fd_sc_hd__or4_1	670
sky130_fd_sc_hd__nor3_4	620
sky130_fd_sc_hd__inv_4	110
sky130_fd_sc_hd__clkdlybuf4s50_1	440
## metal layers
layer | GRT usage [%] | wire [um] | part of all wire, % | vias up
li1 | - | - | - | 601
met4 | 0.7592 | 24 | 0.90 | 0
met5 | 0 | 0 | 0 | -
met1 | 7.553 | 1342 | 50 | 548
met2 | 9.037 | 1235 | 46 | 5
met3 | 0.5453 | 58 | 2.2 | 2
## worst max path at each step
stage	endpoint	slack [ps]	start	cells after the start
4_1_cts	F	1090	count[0]$_SDFFE_PP0N_	6
5_1_grt	F	910	count[0]$_SDFFE_PP0N_	6
6_report	F	1100	count[0]$_SDFFE_PP0N_	6
## through the flow
stage          utilization (%)  cell area, um2
2_1_floorplan                -            1371
3_3_place_gp             23.21            1499
3_5_place_dp             23.21            1499
4_1_cts                  24.31            1570
5_1_grt                  24.31            1570
6_report                 24.31            1570
## power groups by stage
stage	registers, mW	logic [mW]	clock network, mW
6_report	0.239	0.0324	0.180
5_1_grt	0.240	0.0376	0.192
4_1_cts	0.239	0.0332	0.186
## area by class of cell
cell class / instances / area share (%)
clock buffers: 3 / 2.629
flip-flops and latches: 28 / 35.70
inverters: 2 / 0.6374
well taps: 77 / 6.135
clock inverters: 1 / 1.912
multi-input cells: 122 / 49.48
repair buffers: 6 / 3.506
No activity file was given, so power comes from the tool's default toggle rates.
