$ cat flow/config.mk
export PLATFORM = sky130hd
export DESIGN_NAME = clk_100ms
export DESIGN_NICKNAME = clk_100ms
export VERILOG_FILES = /design/flow/design.v
export SDC_FILE = /design/flow/constraint.sdc
export NUM_CORES = 4
export LEC_CHECK = 1
export CORE_AREA = 10 10 92 92
export DIE_AREA = 0 0 102 102
$ cat flow/constraint.sdc
current_design clk_100ms

set clk_period 2.9
set clk_io_pct 0.2

create_clock -name clk0 -period $clk_period [get_ports {clk}]

set non_clock_inputs [all_inputs -no_clocks]
set_input_delay [expr $clk_period * $clk_io_pct] -clock clk0 $non_clock_inputs
set_output_delay [expr $clk_period * $clk_io_pct] -clock clk0 [all_outputs]
$ cat flow/design.v
`timescale 1ns / 1ps
module clk_100ms(
	input wire clk,
	output reg clk_100ms
    );
	reg [31:0]cnt;
	always @(posedge clk)begin
		if(cnt < 5000_000)begin
		cnt<=cnt +1;
		end else begin
		cnt <=0;
		clk_100ms <= ~clk_100ms;  
		end
	end
endmodule
$ cat flow/run.sh
#!/bin/bash
# OpenROAD 26Q1-2900-gdf79404cd8, Yosys 0.63+post, stock flow scripts
make -C /OpenROAD-flow-scripts/flow DESIGN_CONFIG=/design/flow/config.mk WORK_HOME=/design/flow/orfs finish
==> flow_summary.toml <==
# flow metrics
[placed_design]
place_hpwl_um = 1720
place_congestion = 0.834
dp_slack_ns = 0.731
numPortBuffers = 1

[outcome]
outcome = "finished clean"

[route]
route.vias.total = 1058
antenna_left = 0
wl_per_cell_um = 10.6
drc = 0
antennaDiodeCount = 0
dr.pass1.iters = 4
vias_per_cell = 4.45
wl_um = 2520
drt-initial-drc-count = 105

[floorplanning]
dieHeight_um = 102
rows = 29
chipWidth_um = 102
chipArea_sq_um = 10400
core_area_sq_um = 6460
fp-utilization_pct = 21.4
ioPinCount = 2

[cts]
cts_buffers = 5
cts_root_buffer = "clkbuf_8"
clock-sinks = 33
clock_latency_ns = 0.28
h-tree-depth = 2
cts_hold_buf = 0
post_cts_buffers = 0
cts_buffer_depth = 2
clk_pin_slew_ns = 0.07
ctsResizeCount = 0
cts_tree = "done"

[grt]
grt-ovfl-total = 0
grt_max_degree = 16
grt_pass1_wl_um = 4610
antenna_found_initial = 0
grt_pass1_vias = 1017
grt.total_usage_pct = 5.25

[timing]
timing.final.crit_share_pct = 76.4
report.final.slew_viol_count = 0
rsz0062_at_grt = "false"
finalHoldViolCount = 0
fin_ws_ns = 0.685
finalSetupViolCount = 0
fin_worst_skew_ns = 0.00399
min_period_ns = 2.21
tns_ns = 0
fmax_ghz = 0.451

[setup_path]
critical_path_buf_inv_count = 0
cpMostUsedCell = "or4_1"
cp.arrival_ns = 2.41
worstPathCellList = "nand4_4 > or4_1 > or4_1 > a211oi_1"
cp-end-kind = "flop"
worstPathMaxFanout = 9
max_stage_delay_ns = 0.70
critical_path.startpoint_type = "flop"
path_delay_family = "simple AND/OR/NAND/NOR gates"
critPathSlowestCell = "or4_1"
worstPathRequired_ns = 3.09
path_class = "flop to flop"

[synthesis]
ys.flop_type = "dfxtp_1"
ys_sh_mux_pct = 0
aoi_share_pct = 11.5
ys_cells = 147
ys_types = 32
synth-simple-area-share_pct = 28.0
synth_area_sq_um = 1380
edf_count = 1
synthCells = 147
adder_share_pct = 0.906
ys_seq_share_pct = 48.6
postSynthAreaPerCell_sq_um = 9.40
ys_sh_xor_pct = 8.24
ys_top_logic_family = "simple AND/OR/NAND/NOR gates"
ys_ff = 33
async_reset_ff_share_pct = 0
yosys-stat-area_sq_um = 1380
ys_warn_count = 1

[power]
pwr-share-clk_pct = 46.7
vdd_ir_drop_max_uv = 184
p_leak_nw = 0.498
powerDensity_nw_per_um2 = 538
combPwrFrac_pct = 0.4
intPower_uw = 709
seq_power_share_pct = 52.9
sw_frac_of_total_pct = 19.3
p_switching_uw = 170

[flow_run]
warnings = 25
cap_violations = 0

[cells_and_area]
final_layout_top_logic_cells = "32 x dfxtp_1, 18 x nor3_1, 10 x nand3_1"
layout.cells.most_common = "dfxtp_1"
drive_gt1_share_pct = 10.6
nFillCells = 697
syn_to_final_growth_pct = 18.1

[worst_hold_path]
hold_path.class = "flop to flop"
==> sequential cells by signal, summed over array words and instances, names as in the netlist <==
signal / flops
cnt: 32
clk_100ms: 1
==> Yosys cell counts, types with 2 or more instances <==
| cell | instances | area [sq um] |
|---|---|---|
| a211oi_1 | 8 | 60.1 |
| a21oi_1 | 2 | 10.0 |
| clkbuf_1 | 5 | 18.8 |
| dfxtp_1 | 32 | 641 |
| inv_1 | 3 | 11.3 |
| nand2_1 | 8 | 30.0 |
| nand3_1 | 10 | 50.1 |
| nand4_1 | 4 | 25.0 |
| nor2_1 | 6 | 22.5 |
| nor3_1 | 18 | 90.1 |
| nor4_1 | 3 | 18.8 |
| o21ai_0 | 2 | 10.0 |
| o31ai_1 | 7 | 52.6 |
| or2_2 | 3 | 18.8 |
| or3_1 | 2 | 12.5 |
| or4_1 | 7 | 52.6 |
| xnor2_1 | 9 | 78.8 |
| xor2_1 | 4 | 35.0 |
==> cell families (layout without fill, tap and decap cells) <==
group | after synthesis | in the layout
buffers and inverters | 9 | 15
AND-OR/OR-AND | 22 | 22
adder cells (fa/ha/maj) | 1 | 1
other | 1 | 9
AND/OR/NAND/NOR | 68 | 68
XOR/XNOR | 13 | 13
flip-flops | 33 | 33
==> final timing paths <==
kind                     startpoint                 end  slack [ns]  cells after the start
hold reg to reg   cnt[0]$_SDFF_PP0_   cnt[0]$_SDFF_PP0_        0.51                      1
hold / removal    cnt[0]$_SDFF_PP0_   cnt[0]$_SDFF_PP0_        0.51                      1
setup reg to reg  cnt[2]$_SDFF_PP0_  cnt[21]$_SDFF_PP0_        0.69                      4
setup / recovery  cnt[2]$_SDFF_PP0_  cnt[21]$_SDFF_PP0_        0.69                      4
==> power groups by stage <==
stage / Clock (mW) / Sequential, mW / Combinational [mW]
final: 0.410 / 0.465 / 0.00359
after CTS: 0.426 / 0.465 / 0.00373
after global routing: 0.441 / 0.465 / 0.00456
==> area by class of cell <==
class / count / area (sq um) / area share (%)
Timing Repair Buffer: 4 / 32.5 / 1.99
Multi-Input combinational cell: 113 / 706 / 43.3
Inverter: 3 / 11.3 / 0.690
Tap cell: 77 / 96.3 / 5.90
Clock buffer: 7 / 108 / 6.60
Sequential cell: 33 / 671 / 41.1
Clock inverter: 1 / 7.51 / 0.460
==> per-stage QoR <==
stage	hold WS [ns]	total power, mW	instance area [sq um]	std cells	utilization (%)
floorplan	0.474	0.476	1410	155	-
global placement	0.499	0.478	1520	230	23.5
CTS	0.515	0.895	1630	238	25.3
finish	0.514	0.878	1630	238	25.3
global route	0.561	0.910	1630	238	25.3
detailed placement	0.504	0.479	1520	230	23.5
==> routing by layer <==
layer | share of wire [%] | GRT usage, % | vias to the layer above | wire length [um]
li1 | - | - | 561 | -
met1 | 52 | 7.31 | 479 | 1310
met2 | 42 | 8.05 | 11 | 1050
met3 | 4.2 | 1.43 | 7 | 106
met4 | 1.7 | 1.08 | 0 | 42
met5 | 0 | 0 | - | 0
Power figures rest on the tool's default switching activity, not on a simulated workload.
