**design/flow/design.v**
```verilog
`timescale 1ns / 1ps
module clkdiv_pulse(
	input clk,
	input rst,
	input Sel_CLK,
	input pulse,
	output CK,
	output reg [31:0] clkdiv
    );
	always@(posedge clk or posedge rst)begin
	if(rst)clkdiv<=0;
	else clkdiv <= clkdiv+1'b1;
	end
	assign CK=(Sel_CLK) ? ~pulse : clkdiv[26];
endmodule
```
**design/flow/run.sh**
```bash
#!/bin/bash
# OpenROAD 26Q1-2900-gdf79404cd8, Yosys 0.63+post, stock flow scripts
make -C /OpenROAD-flow-scripts/flow DESIGN_CONFIG=/design/flow/config.mk WORK_HOME=/design/flow/orfs finish
```
**design/flow/config.mk**
```make
export PLATFORM = sky130hd
export DESIGN_NAME = clkdiv_pulse
export DESIGN_NICKNAME = clkdiv_pulse
export VERILOG_FILES = /design/flow/design.v
export SDC_FILE = /design/flow/constraint.sdc
export NUM_CORES = 4
export LEC_CHECK = 1
export CORE_AREA = 10 10 101 101
export DIE_AREA = 0 0 111 111
```
**design/flow/constraint.sdc**
```tcl
current_design clkdiv_pulse

set clk_period 5.5
set clk_io_pct 0.2

create_clock -name clk0 -period $clk_period [get_ports {clk}]

set non_clock_inputs [all_inputs -no_clocks]
set_input_delay [expr $clk_period * $clk_io_pct] -clock clk0 $non_clock_inputs
set_output_delay [expr $clk_period * $clk_io_pct] -clock clk0 [all_outputs]
```
==> flow_summary.json <==
{
  "run_status": "completed",
  "ys_area_um2": 1500,
  "slew_headroom_pct": 65.6,
  "htree_levels": 2,
  "yosysWarnings": 1,
  "clock_latency_ns": 0.28,
  "clk_pin_slew_ns": 0.07,
  "fin_crit_sh_pct": 60.0,
  "grt_setup_unrepaired": "false",
  "endpoint_kind": "primary output",
  "dpl.hpwl_um": 2570,
  "start_kind": "input pin",
  "die_h_um": 111,
  "grt_max_degree": 33,
  "r2r-end": "clkdiv[28]",
  "worst_slew_pin_slew_ns": 0.514,
  "dieArea_um2": 12300,
  "cts_hold_buf": 0,
  "root_buffer": "clkbuf_8",
  "log.warning_count": 25,
  "ys.flops": 32,
  "drive_above_1_share_pct": 9.88,
  "holdPathEnd": "clkdiv[31]",
  "ios": 37,
  "syn_area_um2": 1500,
  "combPwrFrac_pct": 1.8,
  "syn_to_final_growth_pct": 39.3,
  "fin_crit_ns": 3.30,
  "critPathRequiredTime_ns": 4.40,
  "viasPerCell": 3.78,
  "power_switching_uw": 93.3,
  "antenna_cells_inserted": 0,
  "wire_per_inst_um": 12.7,
  "drt_wl_total_um": 3530,
  "drv_cap": 0,
  "fp_util_pct": 18.4,
  "reg2reg_slack_ns": 3.74,
  "critical_path.max_fanout": 2,
  "io_buffers": 36,
  "regMostFlops": "clkdiv",
  "top_area_share_pct": 53.5,
  "synth_cell_type_count": 22,
  "grt_overflow": 0,
  "cts_tree": "built",
  "cts_made_buffers": 5,
  "syn_inst": 131,
  "hp-start": "clkdiv[31]",
  "hold_class": "flop to flop",
  "route.detailed.drc": 0,
  "area_leaders": "dfrtp_1 (53%), xor2_1 (11%), xnor2_1 (6.4%)",
  "core-area_um2": 8130,
  "pwr-share-seq_pct": 50.5,
  "hold_violations": 0,
  "slew_viol_final": 0,
  "final-setup-viol-count": 0,
  "die_w_um": 111,
  "clockBufferDepth": 2,
  "fp-row-count": 33,
  "powerDensity_nw_per_um2": 223,
  "ant_nets": 0,
  "hold_depth": 1,
  "yosys.area.top_type": "dfrtp_1",
  "worst_ir_drop_vdd_uv": 112,
  "reg2reg_depth": 5,
  "globalRouteTotalUtil_pct": 5.84,
  "dr.pass1.iters": 4,
  "fmax_mhz": 303,
  "critical_path_class": "input pin to primary output",
  "worstPathArrival_ns": 2.20,
  "tns_ns": 0,
  "clkSinkCount": 32,
  "final.setup_skew_ns": 0.00650,
  "pwr-share-clk_pct": 47.7,
  "fillers": 845,
  "antenna_found_initial": 0,
  "reg.largest.list": "clkdiv (32)",
  "swShare_pct": 20.0,
  "holdWs_ns": 0.471,
  "place_congestion": 0.756,
  "r2r-start": "clkdiv[0]",
  "largest_reg_flops": 32,
  "grt_pass1_wl_um": 5990,
  "postSynthAreaPerCell_um2": 11.4,
  "vias": 1048,
  "ctsResizeCount": 0,
  "p_int_uw": 373,
  "dr.first_iter.drc_count": 21,
  "p_leak_uw": 0.000905,
  "ys_cells": 131,
  "ys_seq_share_pct": 53.5,
  "grt_pass1_vias": 1087,
  "cts_setup_buffers": 0
}
[cell type report]
cell class | instances | area, µm² | area share, %
multi-input combinational | 90 | 656 | 31.4
sequential | 32 | 801 | 38.4
tap | 105 | 131 | 6.30
inverter | 5 | 18.8 | 0.900
clock buffer | 5 | 68.8 | 3.30
timing repair buffer | 37 | 368 | 17.6
clock inverter | 3 | 42.5 | 2.04
[layout by cell type (no fill, tap or decap), drive strengths merged]
| master | instances |
|---|---|
| buf | 1 |
| inv | 5 |
| nor2b | 1 |
| xnor2 | 11 |
| clkinv | 1 |
| and4 | 5 |
| nor4 | 10 |
| nor3 | 4 |
| nand2 | 10 |
| nand3 | 13 |
| nand4 | 4 |
| clkinvlp | 1 |
| nor2 | 5 |
| clkdlybuf4s50 | 36 |
| ha | 1 |
| dfrtp | 32 |
| a21oi | 1 |
| and3 | 5 |
| clkbuf | 5 |
| xor2 | 19 |
| nor3b | 1 |
| bufinv | 1 |
[worst max-delay path, stage by stage]
cell,delay (ns)
clkdlybuf4s50_1,0.47
nor2_1,0.04
a21oi_1,0.11
clkdlybuf4s50_1,0.47
[power by group through the flow]
stage	logic, µW	registers, µW	clock network (µW)
final	8.39	235	222
after global routing	9.82	235	242
after CTS	8.83	235	230
[through the flow]
stage	instance area [µm²]	instances	worst slack (ns)	total power, µW	utilization [%]
3_3_place_gp	1970	269	2.19	249	24.3
2_1_floorplan	1500	131	3.21	243	-
6_report	2090	277	2.20	466	25.6
3_5_place_dp	1970	269	2.20	249	24.3
5_1_grt	2090	277	2.14	486	25.6
4_1_cts	2090	277	2.20	474	25.6
[synth_stat cells (all sizes together)]
master / instances
a21oi: 1
and3: 5
and4: 5
buf: 4
dfrtp: 32
ha: 1
inv: 5
nand2: 10
nand3: 13
nand4: 4
nor2: 5
nor2b: 1
nor3: 4
nor3b: 1
nor4: 10
xnor2: 11
xor2: 19
[cell families (layout without fill, tap and decap cells)]
logic type	Yosys count	in the layout	synth area share (%)
adder cells (fa/ha/maj)	1	1	0.835
AND/OR/NAND/NOR	58	58	25.1
XOR/XNOR	30	30	17.5
AND-OR/OR-AND	1	1	0.334
buffers and inverters	9	50	2.76
flip-flops	32	32	53.5
[per-layer routing]
layer,GRT usage [%],vias up,part of all wire (%)
met5,0,-,0
met4,0.608,0,0.60
met3,2.24,2,7.5
met2,8.69,28,43
met1,8.12,482,49
li1,-,536,-
[how the worst max path moves through the flow]
stage     startpoint  endpoint
4_1_cts      Sel_CLK        CK
5_1_grt      Sel_CLK        CK
6_report     Sel_CLK        CK
Power and IR drop assume default switching activity.
